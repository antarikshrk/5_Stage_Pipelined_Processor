File: flow/run.sh
#!/bin/bash
# OpenROAD 26Q1-2900-gdf79404cd8, Yosys 0.63+post, stock flow scripts
make -C /OpenROAD-flow-scripts/flow DESIGN_CONFIG=/design/flow/config.mk WORK_HOME=/design/flow/orfs finish
File: flow/config.mk
export PLATFORM = sky130hd
export DESIGN_NAME = Stall_Control
export DESIGN_NICKNAME = Stall_Control
export VERILOG_FILES = /design/flow/design.v
export SDC_FILE = /design/flow/constraint.sdc
export NUM_CORES = 4
export LEC_CHECK = 1
export CORE_AREA = 10 10 70 70
export DIE_AREA = 0 0 80 80
File: flow/constraint.sdc
current_design Stall_Control

set clk_period 1.7
set clk_io_pct 0.2

create_clock -name clk0 -period $clk_period

set non_clock_inputs [all_inputs -no_clocks]
set_input_delay [expr $clk_period * $clk_io_pct] -clock clk0 $non_clock_inputs
set_output_delay [expr $clk_period * $clk_io_pct] -clock clk0 [all_outputs]
File: flow/design.v
package CORE_PKG;
  parameter OPCODE_STORE = 7'h23;
  parameter OPCODE_LOAD = 7'h03;
  parameter OPCODE_BRANCH = 7'h63;
  parameter OPCODE_JALR = 7'h67;
  parameter OPCODE_JAL = 7'h6f;
  parameter OPCODE_AUIPC = 7'h17;
  parameter OPCODE_LUI = 7'h37;
  parameter OPCODE_OP = 7'h33;
  parameter OPCODE_OPIMM = 7'h13;
  typedef enum logic [6:0] {
    ALU_NOP   = 7'b0000000,
    ALU_ADD   = 7'b0011000,
    ALU_SUB   = 7'b0011001,
    ALU_ADDU  = 7'b0011010,
    ALU_SUBU  = 7'b0011011,
    ALU_ADDR  = 7'b0011100,
    ALU_SUBR  = 7'b0011101,
    ALU_ADDUR = 7'b0011110,
    ALU_SUBUR = 7'b0011111,
    ALU_XOR = 7'b0101111,
    ALU_OR  = 7'b0101110,
    ALU_AND = 7'b0010101,
    ALU_SRA = 7'b0100100,
    ALU_SRL = 7'b0100101,
    ALU_ROR = 7'b0100110,
    ALU_SLL = 7'b0100111,
    ALU_SLTS  = 7'b0000010,
    ALU_SLTU  = 7'b0000011,
    ALU_SLETS = 7'b0000110,
    ALU_SLETU = 7'b0000111
  } alu_opcode_e;
  typedef enum {
    REG_A, PC, OPA_NOP, PC4
  } operand_a_mux;
  typedef enum logic [2:0] {
    REG = 3'b000,
    I_IMMD = 3'b001,
    S_IMMD = 3'b010,
    U_IMMD = 3'b011,
    J_IMMD = 3'b100,
    OPB_NOP = 3'b101
  } operand_b_mux;
  typedef enum logic [3:0] {
    NOP,
    LW,
    LH,
    LB,
    LHU,
    LBU,
    SW,
    SH,
    SB
  } load_store_func_code;
  typedef enum logic [2:0] {
    NO_WRITEBACK = 3'b000,
    READ_ALU_RESULT = 3'b001, 
    READ_MEM_RESULT = 3'b010,
    READ_REGFILE = 3'b011,
    READ_PC4 = 3'b100,
    READ_COMPARATOR_RESULT = 3'b101
  } write_back_mux_selector;
  typedef enum {
    NEXTPC,
    ALU_RESULT,
    ALU_RESULT_JALR,
    OFFSET,
    NOP_PC_MUX
  } pc_mux;
  typedef enum logic [2:0] {
    COMP_BEQ = 3'b000,
    COMP_BNE = 3'b001,
    COMP_BLT = 3'b100,
    COMP_BGE = 3'b101,
    COMP_BLT_U = 3'b110,
    COMP_BGE_U = 3'b111,
    COMP_SLTS  = 3'b010,
    COMP_SLTU  = 3'b011
  } comparator_func_code;
  typedef enum logic [2:0] {
    ORIGINAL_SELECT = 3'b000, 
    EX_RESULT_SELECT = 3'b001,
    MEM_RESULT_SELECT = 3'b010, 
    WB_RESULT_SELECT = 3'b011,
    MEM_DATA_EX_SELECT = 3'b100,  
    MEM_DATA_WB_SELECT = 3'b101
  } forward_mux_code;
endpackage
import CORE_PKG::*;
module Stall_Control (
  input logic reset, 
  input logic [6:0] ID_instr_opcode_ip,
  input logic [4:0] ID_src1_addr_ip,
  input logic [4:0] ID_src2_addr_ip,
  input logic [4:0] EX_reg_dest_ip,   
  input logic [4:0] LSU_reg_dest_ip,
  input logic [4:0] WB_reg_dest_ip,
  input logic WB_write_reg_en_ip,
  input [6:0] EX_instr_opcode_ip,
  output logic stall_op
);
  always_comb begin
    stall_op = 1'b0;
    case(ID_instr_opcode_ip) 
      OPCODE_OP: begin 
        if (EX_instr_opcode_ip == OPCODE_LOAD) begin  
          if ((EX_reg_dest_ip == ID_src1_addr_ip) || (EX_reg_dest_ip == ID_src2_addr_ip)) begin
              stall_op = 1'b1;  
          end
        end
      end
      OPCODE_OPIMM: begin
        if (EX_instr_opcode_ip == OPCODE_LOAD) begin  
          if ((EX_reg_dest_ip == ID_src1_addr_ip)) begin
              stall_op = 1'b1;  
          end
        end
      end
      default: begin
        stall_op = 1'b0;
      end
    endcase
  end
endmodule
==> flow_summary_export.csv <==
group,metric,value,unit
floorplan,die.size.y,80,um
sta,maxSlewHeadroom,85.29,%
power_and_ir_drop,powerDensity,183.3,mW/mm2
finish,nFlopsAndLatches,0,
drt,wl,1021,um
finish,sequential_cell_area,0,um2
setup_path,critical_path.max_fanout,1,
yosys,syn_area_per_cell,7.388,um2
yosys,synth.cellmix.xorXnorShare,56.45,%
setup_path,setup.worst_path.end_class,"output pin",
finish,clkbuf_count,0,
finish,share_of_final_layout_standard_cells_stronger_than_drive_strength_1,35.19,%
drt,route.detailed.vias_per_inst,2.600,
finish,lay_top_cells,"sky130_fd_sc_hd__dlygate4sd2_1, sky130_fd_sc_hd__clkdlybuf4s50_1, sky130_fd_sc_hd__xor2_1, sky130_fd_sc_hd__buf_2",
finish,syn_to_final_growth,255.6,%
setup_path,cp_data_arrival_time,1.29,ns
yosys,synth_stat.cells,21,
grt,grt_antenna_before_repair,0,
sta,timing_max_transition_violations_final,0,
setup_path,start_kind,"input pin",
grt,first_global_vias,312,
sta,timing.final.hold_violations,0,
yosys,synthSimpleGateAreaFrac,33.06,%
drt,postRouteAntennaNets,0,
drt,remaining_drc_errors,0,
clock_network,post_cts_hold_buffer_count,0,
yosys,post_synth_fa_ha_maj_area_fraction,0,%
setup_path,path_class,"in2out",
floorplan,fp-row-count,21,
yosys,synthesis.area,155.1,um2
yosys,synth.cellmix.compoundShare,10.48,%
yosys,top_area_share,39.52,%
floorplan,die_w,80,um
power_and_ir_drop,peakVddDrop,0.03006,mV
run,cap_violations,0,
drt,routed_wire_length_per_instance,10.21,um
sta,fmaxAchievable,612.8,MHz
place,port_buffers,30,
hold_path,path_category_of_the_worst_min_delay_check,"in2out",
yosys,synth_top_cell_by_area,"sky130_fd_sc_hd__xor2_1",
place,globalplace.congestion,0.7578,
grt,met2_usage,5.859,%
drt,antenna-diode-count,0,
finish,fin_util,16.15,%
grt,grt_max_degree,3,
grt,grt.busiest_layer,"met2",
yosys,cell_area_leaders,"sky130_fd_sc_hd__xor2_1, sky130_fd_sc_hd__xnor2_1, sky130_fd_sc_hd__nor4_1",
grt,grt_overflow,0,
yosys,netlist_instances,21,
sta,worst_slew_pin_slew,0.2199,ns
grt,met3_usage,0.5682,%
floorplan,fp.coreArea,0.003416,mm2
sta,fin_crit_sh,95.98,%
setup_path,worstPathRequired,1.36,ns
status,outcome,"finished clean",
yosys,yosys_warnings,1,
grt,wire_length_of_the_first_global_routing_pass,1497,um
setup_path,critPathLaunch,"ID_src1_addr_ip[3]",
yosys,synth_seq_share,0,%
power_and_ir_drop,power.leakage,0.2294,nW
floorplan,chip_area,0.006400,mm2
floorplan,boundaryPins,42,
drt,vias,260,
grt,gr-usage-met1,3.036,%
sta,setup-violations-final,0,
setup_path,capture_point_of_the_worst_path,"stall_op",
yosys,yosys-stat-area,155.1,um2
floorplan,initial_utilization,4.542,%
run,tool_warnings,44,
drt,drt_iter0_drc,0,
grt,globalRouteTotalUtil,2.864,%
power_and_ir_drop,power,0.1011,mW
drt,dr.pass1.iters,1,
sta,final_worst_path_period_need,1.632,ns
yosys,post_synth_main_logic_family,"XOR/XNOR gates",
yosys,synthDistinctLibCells,12,
finish,lay_top_count,"sky130_fd_sc_hd__dlygate4sd2_1",
yosys,multiplexer_share_of_the_synthesized_area,0,%
-- worst min-delay path by stage --
stage | startpoint | end | slack, ns | cells after the start
after global routing | EX_reg_dest_ip[3] | stall_op | 1.16 | 5
after CTS | EX_instr_opcode_ip[3] | stall_op | 1.19 | 5
final | ID_src1_addr_ip[0] | stall_op | 1.11 | 5
-- logic make-up (layout without fill, tap and decap cells) --
| family | count (synthesis) | in the layout |
|---|---|---|
| AND/OR/NAND/NOR | 9 | 9 |
| buffers and inverters | 0 | 33 |
| XOR/XNOR | 10 | 10 |
| AND-OR/OR-AND | 2 | 2 |
-- synth_stat cells --
| library cell | count |
|---|---|
| sky130_fd_sc_hd__xor2_1 | 7 |
| sky130_fd_sc_hd__xnor2_1 | 3 |
| sky130_fd_sc_hd__nor4_1 | 2 |
| sky130_fd_sc_hd__a21oi_2 | 1 |
| sky130_fd_sc_hd__nand2_1 | 1 |
| sky130_fd_sc_hd__nand2b_1 | 1 |
| sky130_fd_sc_hd__nand3_1 | 1 |
| sky130_fd_sc_hd__nand4_1 | 1 |
| sky130_fd_sc_hd__nor2_1 | 1 |
| sky130_fd_sc_hd__nor3_1 | 1 |
| sky130_fd_sc_hd__nor4b_1 | 1 |
| sky130_fd_sc_hd__o211ai_1 | 1 |
-- where the power goes --
part | leakage (nW) | internal [mW] | switching, mW
registers | 0 | 0 | 0
clock network | 0 | 0 | 0
logic | 0.229 | 0.0633 | 0.0378
total | 0.229 | 0.0633 | 0.0378
-- final cells by class --
cell class,count,area [um2]
repair buffers,33,275.3
multi-input cells,21,219.0
fillers,387,2864
well taps,46,57.56
-- repair_timing --
item,in CTS,in global routing
gates resized,49,9
endpoints found under the setup margin,1,1
pin swaps,14,9
buffers inserted,0,0
endpoints found under the hold margin,0,0
-- metrics by stage --
step	area (um2)	setup slack, ns	setup TNS [ns]	instances	hold slack, ns
after floorplan	155.1	0.4055	0	21	0.7624
after global placement	535.5	-0.7354	-0.7354	100	1.613
after detailed placement	535.5	-0.7348	-0.7348	100	1.613
after CTS	536.8	0.01481	0	100	1.193
after global routing	551.8	-0.02109	-0.02109	100	1.160
final	551.8	0.06827	0	100	1.109
-- worst max-delay path, stage by stage --
cell and delay (ns):
sky130_fd_sc_hd__clkdlybuf4s50_1 0.47, sky130_fd_sc_hd__xnor2_1 0.12, sky130_fd_sc_hd__nand3_1 0.11, sky130_fd_sc_hd__a21oi_2 0.14, sky130_fd_sc_hd__buf_2 0.11
-- per-layer routing --
metal,vias up,routed length [um]
li1,140,-
met1,109,339
met2,11,593
met3,0,87
met4,0,0
met5,-,0
Power and IR drop assume default switching activity.
