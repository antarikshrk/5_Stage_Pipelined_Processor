==> flow/design.v <==
package CORE_PKG;
  parameter OPCODE_STORE = 7'h23;
  parameter OPCODE_LOAD = 7'h03;
  parameter OPCODE_BRANCH = 7'h63;
  parameter OPCODE_JALR = 7'h67;
  parameter OPCODE_JAL = 7'h6f;
  parameter OPCODE_AUIPC = 7'h17;
  parameter OPCODE_LUI = 7'h37;
  parameter OPCODE_OP = 7'h33;
  parameter OPCODE_OPIMM = 7'h13;
  typedef enum logic [6:0] {
    ALU_NOP   = 7'b0000000,
    ALU_ADD   = 7'b0011000,
    ALU_SUB   = 7'b0011001,
    ALU_ADDU  = 7'b0011010,
    ALU_SUBU  = 7'b0011011,
    ALU_ADDR  = 7'b0011100,
    ALU_SUBR  = 7'b0011101,
    ALU_ADDUR = 7'b0011110,
    ALU_SUBUR = 7'b0011111,
    ALU_XOR = 7'b0101111,
    ALU_OR  = 7'b0101110,
    ALU_AND = 7'b0010101,
    ALU_SRA = 7'b0100100,
    ALU_SRL = 7'b0100101,
    ALU_ROR = 7'b0100110,
    ALU_SLL = 7'b0100111,
    ALU_SLTS  = 7'b0000010,
    ALU_SLTU  = 7'b0000011,
    ALU_SLETS = 7'b0000110,
    ALU_SLETU = 7'b0000111
  } alu_opcode_e;
  typedef enum {
    REG_A, PC, OPA_NOP, PC4
  } operand_a_mux;
  typedef enum logic [2:0] {
    REG = 3'b000,
    I_IMMD = 3'b001,
    S_IMMD = 3'b010,
    U_IMMD = 3'b011,
    J_IMMD = 3'b100,
    OPB_NOP = 3'b101
  } operand_b_mux;
  typedef enum logic [3:0] {
    NOP,
    LW,
    LH,
    LB,
    LHU,
    LBU,
    SW,
    SH,
    SB
  } load_store_func_code;
  typedef enum logic [2:0] {
    NO_WRITEBACK = 3'b000,
    READ_ALU_RESULT = 3'b001, 
    READ_MEM_RESULT = 3'b010,
    READ_REGFILE = 3'b011,
    READ_PC4 = 3'b100,
    READ_COMPARATOR_RESULT = 3'b101
  } write_back_mux_selector;
  typedef enum {
    NEXTPC,
    ALU_RESULT,
    ALU_RESULT_JALR,
    OFFSET,
    NOP_PC_MUX
  } pc_mux;
  typedef enum logic [2:0] {
    COMP_BEQ = 3'b000,
    COMP_BNE = 3'b001,
    COMP_BLT = 3'b100,
    COMP_BGE = 3'b101,
    COMP_BLT_U = 3'b110,
    COMP_BGE_U = 3'b111,
    COMP_SLTS  = 3'b010,
    COMP_SLTU  = 3'b011
  } comparator_func_code;
  typedef enum logic [2:0] {
    ORIGINAL_SELECT = 3'b000, 
    EX_RESULT_SELECT = 3'b001,
    MEM_RESULT_SELECT = 3'b010, 
    WB_RESULT_SELECT = 3'b011,
    MEM_DATA_EX_SELECT = 3'b100,  
    MEM_DATA_WB_SELECT = 3'b101
  } forward_mux_code;
endpackage
import CORE_PKG::*;
module Fetch(
  input logic clock,
  input logic reset,
  input logic instr_gnt_ip,                
  input logic [31:0] Next_PC_ip,
  output logic instr_req_op,               
  output logic [31:0] instr_addr_op,       
  output logic [31:0] pc_addr
);
  logic [31:0] PC, Next_PC;                
  assign Instr_or_Data_op = 0;             
  assign pc_addr = PC;
  always @(*) begin
    if (reset == 1'b1) begin
      instr_addr_op = 0;
      instr_req_op = 0;
    end
    else begin
      instr_addr_op = Next_PC_ip;
      instr_req_op = 1;
    end
  end
  always_ff @(posedge clock) begin
    if (reset == 1'b1)
      PC <= 0;
    else 
      PC <= Next_PC_ip;
  end
endmodule
==> flow/run.sh <==
#!/bin/bash
# OpenROAD 26Q1-2900-gdf79404cd8, Yosys 0.63+post, stock flow scripts
make -C /OpenROAD-flow-scripts/flow DESIGN_CONFIG=/design/flow/config.mk WORK_HOME=/design/flow/orfs finish
==> flow/config.mk <==
export PLATFORM = sky130hd
export DESIGN_NAME = Fetch
export DESIGN_NICKNAME = Fetch
export VERILOG_FILES = /design/flow/design.v
export SDC_FILE = /design/flow/constraint.sdc
export NUM_CORES = 4
export LEC_CHECK = 1
export CORE_AREA = 10 10 90 90
export DIE_AREA = 0 0 100 100
==> flow/constraint.sdc <==
current_design Fetch

set clk_period 1.0
set clk_io_pct 0.2

create_clock -name clk0 -period $clk_period [get_ports {clock}]

set non_clock_inputs [all_inputs -no_clocks]
set_input_delay [expr $clk_period * $clk_io_pct] -clock clk0 $non_clock_inputs
set_output_delay [expr $clk_period * $clk_io_pct] -clock clk0 [all_outputs]
==> impl_metrics.json <==
{
  "ys_ff": 32,
  "final_design_area_no_fill_mm2": 0.002515,
  "p_sw_uw": 686.9,
  "reg.largest.list": "PC: 32 flops",
  "syn_avg_cell_area_um2": 12.75,
  "cts.htree.levels": 2,
  "worst_pin_slew_ns": 0.09366,
  "power.switching_fraction": 0.2047,
  "grt_pass1_vias": 1079,
  "finalPower_mw": 3.356,
  "ys_seq_frac": 0.7388,
  "place.port_buffers": 98,
  "final_standard_cell_count_with_taps_included_and_fillers_excluded": 285,
  "die_area_mm2": 0.01000,
  "wl_per_cell_um": 15.18,
  "grt_util_all_layers": 0.08280,
  "lay_top_cells": "sky130_fd_sc_hd__buf_2, sky130_fd_sc_hd__nor2b_4, sky130_fd_sc_hd__dlygate4sd2_1, sky130_fd_sc_hd__dfxtp_1, sky130_fd_sc_hd__clkdlybuf4s15_1",
  "clock-root-buffer": "sky130_fd_sc_hd__clkbuf_8",
  "yosys_warnings": 2,
  "timing.final.crit_period_ns": 1.098,
  "design.portCount": 100,
  "drt-pass1-iter-count": 3,
  "std_cell_rows": 29,
  "critical_path.endpoint_type": "output port",
  "critPathMaxFanout": 4,
  "detail_route.vias_per_cell": 3.488,
  "path_clk_slew_ns": 0.07,
  "rsz0062_at_grt": "yes",
  "hold_class": "primary input to flop",
  "stage_log_warnings": 28,
  "cts_num_sinks": 32,
  "core_region_area_mm2": 0.006277,
  "die-height_um": 100,
  "share_clk_of_total_power": 0.409,
  "slew_viol_final": 0,
  "ys_cells": 68,
  "critical_path_class": "primary input to output port",
  "global_route_wire_length_before_repair_um": 6603,
  "cts-buffers-inserted": 5,
  "critPathMostFrequentCell": "sky130_fd_sc_hd__buf_12",
  "dp_worst_setup_slack_ns": -0.7753,
  "achievable-frequency_ghz": 0.9111,
  "worst_slew_slack_as_a_fraction_of_its_limit": 0.9376,
  "ctsLongestPathBuffers": 2,
  "netlist_instances": 68,
  "drtAntennaViolNets": 0,
  "critPathMaxStageDelay_ns": 0.13,
  "gp_congestion": 0.7287,
  "final_layout_size_suffix_gt1_frac": 0.6106,
  "antennaDiodeCount": 0,
  "grt_overflow_total": 0,
  "routed-via-count": 994,
  "wl_um": 4325,
  "remaining_drc_errors": 0,
  "cell_area_after_placement_mm2": 0.001964,
  "synth-area-yosys_um2": 867.1,
  "crit_path_top_delay_cell": "sky130_fd_sc_hd__buf_16",
  "dpl.hpwl_um": 2852,
  "maximum_number_of_pins_on_one_net_before_global_route_repair": 11,
  "power-per-cell-area_mw_per_mm2": 1335,
  "critPathLaunchType": "primary input",
  "post_synth_instance_area_um2": 867.1,
  "worst_ep_arrival_time_ns": 0.90,
  "failed_checks": "setup timing",
  "setup_slack_ns": -0.09756,
  "initial_utilization": 0.1381,
  "largest_reg_flops": 32,
  "period_used_share": 1.098,
  "largest_register": "PC",
  "die_x_um": 100,
  "fin_hold_ws_ns": 0.2637,
  "worst-endpoint-required_ns": 0.80,
  "syn_to_final_growth_pct": 190.0,
  "maxCapViolCount": 0,
  "power.internal_mw": 2.669,
  "finalHoldViolations": 0,
  "place.detailed.instances": 244,
  "tritoncts": "built",
  "worst_ir_drop_vdd_v": 0.0008106,
  "leakage_nw": 1.297,
  "seq_power_share": 0.405,
  "worstPathCellList": "buf_12 > buf_16 > buf_12 > buf_8 > nor2b_4 > buf_2",
  "final_common_cell": "sky130_fd_sc_hd__buf_2",
  "yosys.cell_types.count": 4,
  "antenna_found_initial": 0,
  "setup_viol": 8,
  "detail_route.iter0.violations": 8,
  "p_comb_frac": 0.186,
  "status": "finished, violations left"
}
-- area by class of cell --
type | instances | area, um2
Inverter | 1 | 3.754
Sequential cell | 32 | 646.9
Fill cell | 584 | 3762
Clock buffer | 7 | 96.34
Clock inverter | 1 | 30.03
Multi-Input combinational cell | 32 | 440.4
Tap cell | 77 | 96.34
Timing Repair Buffer | 135 | 1201
-- critical path: cells and delay by family --
family	cells	cell delay (ns)
buf+inv	5	0.60
simple gates	1	0.10
-- per-stage QoR --
stage | setup TNS [ns] | utilization
global placement | -26.97 | 0.3129
floorplan | 0 | -
global route | -1.077 | 0.4006
CTS | -0.4971 | 0.3921
detailed placement | -27.31 | 0.3129
finish | -0.4516 | 0.4006
-- metal layers --
layer  share of wire  GRT usage
met1            0.37     0.1025
met2            0.53     0.1389
met3           0.090    0.02915
met4           0.011    0.01304
met5               0          0
-- final timing paths --
path | start | end | depth (start not counted)
max | reset | instr_addr_op[31] | 6
min | Next_PC_ip[22] | PC[22] | 2
-- synthesized netlist by cell type --
cell type,number,area (um2)
sky130_fd_sc_hd__inv_1,1,3.750
sky130_fd_sc_hd__buf_4,3,22.52
sky130_fd_sc_hd__nor2b_1,32,200.2
sky130_fd_sc_hd__dfxtp_1,32,640.6
-- kinds of logic after synthesis --
family	synth area share
buffers and inverters	0.03030
and+or+nand+nor	0.2309
DFF	0.7388
-- power groups by stage --
stage,Combinational (mW),Sequential (mW),Clock [mW]
4_1_cts,0.604,1.36,1.45
5_1_grt,0.676,1.36,1.48
6_report,0.624,1.36,1.37
-- repair_timing --
action                                  CTS  global route
buffers inserted                         23             7
hold buffers                              0             0
cloned                                    3             0
hold endpoints to repair                  0             0
endpoints found under the setup margin   65            42
resized                                 290            25
Power figures rest on the tool's default switching activity, not on a simulated workload.
