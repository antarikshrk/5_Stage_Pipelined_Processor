===== design.v =====
package CORE_PKG;
  parameter OPCODE_STORE = 7'h23;
  parameter OPCODE_LOAD = 7'h03;
  parameter OPCODE_BRANCH = 7'h63;
  parameter OPCODE_JALR = 7'h67;
  parameter OPCODE_JAL = 7'h6f;
  parameter OPCODE_AUIPC = 7'h17;
  parameter OPCODE_LUI = 7'h37;
  parameter OPCODE_OP = 7'h33;
  parameter OPCODE_OPIMM = 7'h13;
  typedef enum logic [6:0] {
    ALU_NOP   = 7'b0000000,
    ALU_ADD   = 7'b0011000,
    ALU_SUB   = 7'b0011001,
    ALU_ADDU  = 7'b0011010,
    ALU_SUBU  = 7'b0011011,
    ALU_ADDR  = 7'b0011100,
    ALU_SUBR  = 7'b0011101,
    ALU_ADDUR = 7'b0011110,
    ALU_SUBUR = 7'b0011111,
    ALU_XOR = 7'b0101111,
    ALU_OR  = 7'b0101110,
    ALU_AND = 7'b0010101,
    ALU_SRA = 7'b0100100,
    ALU_SRL = 7'b0100101,
    ALU_ROR = 7'b0100110,
    ALU_SLL = 7'b0100111,
    ALU_SLTS  = 7'b0000010,
    ALU_SLTU  = 7'b0000011,
    ALU_SLETS = 7'b0000110,
    ALU_SLETU = 7'b0000111
  } alu_opcode_e;
  typedef enum {
    REG_A, PC, OPA_NOP, PC4
  } operand_a_mux;
  typedef enum logic [2:0] {
    REG = 3'b000,
    I_IMMD = 3'b001,
    S_IMMD = 3'b010,
    U_IMMD = 3'b011,
    J_IMMD = 3'b100,
    OPB_NOP = 3'b101
  } operand_b_mux;
  typedef enum logic [3:0] {
    NOP,
    LW,
    LH,
    LB,
    LHU,
    LBU,
    SW,
    SH,
    SB
  } load_store_func_code;
  typedef enum logic [2:0] {
    NO_WRITEBACK = 3'b000,
    READ_ALU_RESULT = 3'b001, 
    READ_MEM_RESULT = 3'b010,
    READ_REGFILE = 3'b011,
    READ_PC4 = 3'b100,
    READ_COMPARATOR_RESULT = 3'b101
  } write_back_mux_selector;
  typedef enum {
    NEXTPC,
    ALU_RESULT,
    ALU_RESULT_JALR,
    OFFSET,
    NOP_PC_MUX
  } pc_mux;
  typedef enum logic [2:0] {
    COMP_BEQ = 3'b000,
    COMP_BNE = 3'b001,
    COMP_BLT = 3'b100,
    COMP_BGE = 3'b101,
    COMP_BLT_U = 3'b110,
    COMP_BGE_U = 3'b111,
    COMP_SLTS  = 3'b010,
    COMP_SLTU  = 3'b011
  } comparator_func_code;
  typedef enum logic [2:0] {
    ORIGINAL_SELECT = 3'b000, 
    EX_RESULT_SELECT = 3'b001,
    MEM_RESULT_SELECT = 3'b010, 
    WB_RESULT_SELECT = 3'b011,
    MEM_DATA_EX_SELECT = 3'b100,  
    MEM_DATA_WB_SELECT = 3'b101
  } forward_mux_code;
endpackage
module DFlipFlop #(
  parameter DATA_WIDTH = 32
) (
  input logic clock,
  input logic reset,
  input logic enable,
  input logic [DATA_WIDTH-1:0] data_ip,
  output logic [DATA_WIDTH-1:0] data_op
);
  always_ff @(posedge clock) begin
    if (reset == 1'b1)
      data_op <= 0;
    else if (enable == 1'b1)
      data_op <= data_ip;
  end
endmodule
import CORE_PKG::*;
module Register_File#(
  parameter ADDR_WIDTH = 5,
  parameter DATA_WIDTH = 32
) (
  input logic clock,
  input logic reset,
  input logic [ADDR_WIDTH-1:0] raddr_a_ip,
  output logic [DATA_WIDTH-1:0] raddr_a_op,
  input logic [ADDR_WIDTH-1:0] raddr_b_ip,
  output logic [DATA_WIDTH-1:0] raddr_b_op,
  input logic [ADDR_WIDTH-1:0] waddr_a_ip,
  input logic [DATA_WIDTH-1:0] wdata_a_ip,
  input logic we_a_ip                          
);
  localparam NUM_INT_WORDS = 2 ** (ADDR_WIDTH); 
  logic [ADDR_WIDTH-1:0] waddr_a;
  logic [DATA_WIDTH-1:0] write_enable_a_dec;
  logic [DATA_WIDTH-1:0] RegisterFile [0:NUM_INT_WORDS-1];
  assign waddr_a = waddr_a_ip;
  assign raddr_a_op = RegisterFile[raddr_a_ip];
  assign raddr_b_op = RegisterFile[raddr_b_ip];
  genvar gidx;
  generate
    for (gidx = 0; gidx < NUM_INT_WORDS; gidx++) begin : gen_we_encoder
      assign write_enable_a_dec[gidx] = (waddr_a == gidx) ? we_a_ip : 1'b0;
    end
  endgenerate
  genvar x;
  generate
    DFlipFlop #(
      .DATA_WIDTH(DATA_WIDTH)
    ) RF0 (
      .clock(clock),
      .reset(reset),
      .enable(1'b0),
      .data_ip(wdata_a_ip),
      .data_op(RegisterFile[0])
    );
    for(x=1; x<NUM_INT_WORDS; x++) begin : RF
      DFlipFlop #(
      .DATA_WIDTH(DATA_WIDTH)
      ) RF (
        .clock(clock),
        .reset(reset),
        .enable(write_enable_a_dec[x]),
        .data_ip(wdata_a_ip),
        .data_op(RegisterFile[x])
      );
    end
  endgenerate
endmodule

===== config.mk =====
export PLATFORM = sky130hd
export DESIGN_NAME = Register_File
export DESIGN_NICKNAME = Register_File
export VERILOG_FILES = /design/flow/design.v
export SDC_FILE = /design/flow/constraint.sdc
export NUM_CORES = 4
export LEC_CHECK = 1
export CORE_UTILIZATION = 30

===== constraint.sdc =====
current_design Register_File

set clk_period 6.9
set clk_io_pct 0.2

create_clock -name clk0 -period $clk_period [get_ports {clock}]

set non_clock_inputs [all_inputs -no_clocks]
set_input_delay [expr $clk_period * $clk_io_pct] -clock clk0 $non_clock_inputs
set_output_delay [expr $clk_period * $clk_io_pct] -clock clk0 [all_outputs]

===== run.sh =====
#!/bin/bash
# OpenROAD 26Q1-2900-gdf79404cd8, Yosys 0.63+post, stock flow scripts
make -C /OpenROAD-flow-scripts/flow DESIGN_CONFIG=/design/flow/config.mk WORK_HOME=/design/flow/orfs finish

==> reports/results.ini <==
[setup_path]
worstSetupStartpointType=primary input
cp-end-kind=output port
crit_type=primary input to output port
rr_worst_depth=2
arrival_ns=5.45
worstPathRequired_ns=5.52
cp_max_fo=33

[synthesis]
numSynthFlops=992
flop_cell=dfxtp_1
common_cells=nand2_1, a21oi_1, dfxtp_1
ys_seq_share_pct=41.3
top_cells_by_area=dfxtp_1, nand2_1, a21oi_1, a22oi_1, clkbuf_1
yosys-stat-cells=6542
ys_async_sr_fraction_pct=0
synth_area_leader_cell=dfxtp_1
synthDistinctLibCells=67
synth_chip_area_sq_mm=0.0481
syn_area_per_cell_sq_um=7.35
ys_warn_count=3
synthCells=6542
top_cell_area_share_pct=41.3
synthesis.area_sq_mm=0.0481
edf_count=0
yosysMostFrequentCell=nand2_1

[clock_tree]
ctsHoldBuffers=0
postCtsSetupBuffers=0
cts_buffers=110
cts.sinks=992
clock_path_buffers=3
cts_resized=0
cts_tree=yes
cts-root-buf=clkbuf_16
path_clk_slew_ns=0.06
cts.htree.levels=3
clk_latency_ns=0.78

[timing]
tightest_slew_ns=1.35
finalCritPeriodShare_pct=98.9
skew_ns=0
fin_setup_tns_ns=0
clock.fmax_mhz=147
slew_headroom_pct=9.43
slew_viol_final=0
hold_viol=0
setup_ws_ns=0.0743
finalCriticalPeriod_ns=6.83
finalSetupViolations=0
rsz0062_at_grt=no

[final_layout]
largest-register=RF.RF.data_op
area_growth_pct=17.1
largest_reg_flops=992
reg_top3=RF.RF.data_op: 992 flops
drive_above_1_share_pct=10.5

[grt]
overflow=0
grt_pass1_wl_mm=442
grt_max_degree=132
grt_usage_pct=40.9
grt_pass1_vias=52900
antenna_found_initial=27

[routing]
avgViaCountPerCell=6.71
first_iter_violations=9079
dr.pass1.iters=9
routed_wl_mm=333
routedWlPerCell_um=38.7
drc=0
via_count=57700
drtAntennaViolNets=0

[power]
power.density_mw_per_mm2=233
combPwrFrac_pct=8.0
p_int_w=0.00956
ir_drop_v=0.000205
p_sw_share_pct=27.1
power_frac_seq_pct=44.3
p_leak_nw=18.0
clock_power_share_pct=47.6
switching_power_w=0.00355

[floorplan]
dieArea_sq_mm=0.162
ioPinCount=114
fp-utilization_pct=30.3
die.size.y_um=402
rows=146
core_sq_mm=0.159
die-width_um=402

[placement]
dp_hpwl_mm=207
gp_congestion=1.10
post-place-ws_ns=0.330
io_buffers=113

[hold_path]
worstHoldPathCells=2
hold_path.class=register to register

[job]
warnings=41
max_cap_violations=0

[run_status]
status=complete, no violations

## path summary, 6_finish.rpt
path | startpoint | endpoint | slack, ns
hold / removal | RF[11].RF.data_op[22] | RF[11].RF.data_op[22] | 0.47
setup reg to reg | RF[22].RF.data_op[3] | RF[22].RF.data_op[3] | 6.03
setup / recovery | raddr_b_ip[4] | raddr_b_op[30] | 0.07
hold reg to reg | RF[11].RF.data_op[22] | RF[11].RF.data_op[22] | 0.47
## layout make-up
cell class | instances | area (sq um)
fillers | 16300 | 102000
inverters | 3 | 11.3
repair buffers | 438 | 3870
multi-input cells | 4884 | 26200
clock inverters | 32 | 462
flip-flops and latches | 992 | 19900
diodes | 21 | 52.6
well taps | 2072 | 2590
clock buffers | 158 | 3200
## metrics by stage
step	area, sq um	std cells	util, %	power, W	hold WS [ns]
after CTS	56200	8579	35.4	0.0130	0.469
after global routing	56200	8580	35.4	0.0132	0.486
after global placement	52500	8389	33.1	0.00689	0.454
after detailed placement	52500	8389	33.1	0.00689	0.460
after floorplan	48100	6542	-	0.00635	0.440
final	56300	8600	35.4	0.0131	0.471
## routing by layer
metal  wire length, um  GRT usage (%)  up-vias  part of all wire [%]
met3             58800           25.8     1766                    18
met5              1170           4.16        -                  0.35
met1            116000           49.1    27500                    35
li1                  -              -    22900                     -
met2            126000           52.5     5578                    38
met4             30900           28.6       56                   9.3
## power by group through the flow
| stage | clock [W] | combinational, W | sequential (W) |
|---|---|---|---|
| 4_1_cts | 0.00619 | 0.000957 | 0.00581 |
| 6_report | 0.00625 | 0.00105 | 0.00582 |
| 5_1_grt | 0.00642 | 0.00101 | 0.00582 |
## worst max-delay path: stages
cell             delay [ns]
clkdlybuf4s50_1        0.61
buf_4                  0.43
and3b_1                0.62
and2_2                 0.60
buf_4                  0.31
a32oi_1                0.20
nand4_1                0.13
or4_1                  0.67
clkdlybuf4s50_1        0.45
## logic make-up (layout without fill, tap and decap cells)
kind of cell	count (synthesis)	after routing	synth area share (%)
and+or+nand+nor	2878	2878	25.8
AOI/OAI and AO/OA	1876	1876	24.4
DFF	992	992	41.3
buffers and inverters	666	631	5.38
muxes	130	130	3.06
other	0	21	0
## cell usage in the layout, fill, tap and decap left out, types with 15 or more instances in the layout
cell,instances
nand2_1,2072
a21oi_1,1042
dfxtp_1,992
a22oi_1,515
buf_4,305
nand3_1,255
nand4_1,116
clkbuf_16,111
clkdlybuf4s50_1,105
mux2i_1,77
and3_1,69
nor2_1,63
a22o_1,52
mux2_2,44
or4_1,43
nor2_4,38
o21ai_0,34
and4_1,33
a2bb2oi_1,33
a32o_1,31
a2111oi_0,31
clkbuf_8,25
buf_12,25
a32oi_1,24
o22ai_1,23
nand2_2,23
clkbuf_1,22
diode_2,21
and2_2,20
nor4_1,16
a222oi_1,16
and2_1,15
a221oi_1,15
Power is estimated from default activity; no workload was simulated.
